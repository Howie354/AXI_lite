## flow/config.mk

```make
export PLATFORM = sky130hd
export DESIGN_NAME = axi_lite_master
export DESIGN_NICKNAME = axi_lite_master
export VERILOG_FILES = /design/flow/design.v
export SDC_FILE = /design/flow/constraint.sdc
export NUM_CORES = 4
export LEC_CHECK = 1
export CORE_AREA = 10 10 70 70
export DIE_AREA = 0 0 80 80
```

## flow/constraint.sdc

```tcl
current_design axi_lite_master

set clk_period 1.9
set clk_io_pct 0.2

create_clock -name clk0 -period $clk_period [get_ports {clk}]

set non_clock_inputs [all_inputs -no_clocks]
set_input_delay [expr $clk_period * $clk_io_pct] -clock clk0 $non_clock_inputs
set_output_delay [expr $clk_period * $clk_io_pct] -clock clk0 [all_outputs]
```

## flow/design.v

```verilog
module axi_lite_master #(
    parameter ADDR_WD = 8,
    parameter DATA_WD = 8,
    parameter KEEP_WD = (ADDR_WD + DATA_WD) >> 3
) (
    input                              clk,
    input                              rst_n,
    input                              tvalid,
    input  [ADDR_WD + DATA_WD - 1 : 0] tdata,
    input  [KEEP_WD - 1 : 0]           tkeep,
    output                             tready,
    output                             awvalid,
    output [ADDR_WD - 1 : 0]           awaddr,
    input                              awready,
    output                             wvalid,
    output [DATA_WD - 1 : 0]           wdata,
    input                              wready,
    input                              bvalid,
    input  [1 : 0]                     bresp,
    output                             bready,
    output                             arvalid,
    output [ADDR_WD - 1 : 0]           araddr,
    input                              arready,
    input                              rvalid,
    input  [DATA_WD - 1 : 0]           rdata,
    input  [1 : 0]                     rresp,
    output                             rready
);
    wire cmd = & tkeep;
    wire tvalid4w = tvalid && cmd;
    wire tvalid4r = tvalid && !cmd;
    wire tready4w;
    wire tready4r;
    wire [ADDR_WD - 1 : 0] taddr4w = tdata [ADDR_WD + DATA_WD - 1 -: ADDR_WD];   
    wire [ADDR_WD - 1 : 0] taddr4r = tdata [ADDR_WD + DATA_WD - 1 -: ADDR_WD];
    wire [DATA_WD - 1 : 0] tdata4w = tdata [DATA_WD - 1 : 0];
    assign tready = (tready4w && cmd) || (tready4r && !cmd);
    axi_lite_master_write #(
        .DATA_WD(DATA_WD),
        .ADDR_WD(ADDR_WD)
    )   write_master(
        .clk(clk),
        .rst_n(rst_n),
        .tvalid(tvalid4w),
        .taddr(taddr4w),
        .tdata(tdata4w),
        .tready(tready4w),
        .awvalid(awvalid),
        .awaddr(taddr4w),
        .awready(awready),
        .wvalid(wvalid),
        .wdata(wdata),
        .wready(wready),
        .bvalid(bvalid),
        .bresp(bresp),
        .bready(bready)
    );
    axi_lite_master_read #(
        .DATA_WD(DATA_WD),
        .ADDR_WD(ADDR_WD)
    )   read_master(
        .clk(clk),
        .rst_n(rst_n),
        .tvalid(tvalid4r),
        .taddr(taddr4r),
        .tready(tready4r),
        .arvalid(arvalid),
        .araddr(araddr),
        .arready(arready),
        .rvalid(rvalid),
        .rdata(rdata),
        .rresp(rresp),
        .rready(rready)
    );
    axi_lite_slave #(
        .ADDR_WD(ADDR_WD),
        .DATA_WD(DATA_WD)
    ) u_axi_lite_slave(
        .a_clk(clk),
        .a_resetn(rst_n),
        .awvalid(awvalid),
        .awaddr(awaddr),
        .awready(awready),
        .wvalid(wvalid),
        .wdata(wdata),
        .wready(wready),
        .bready(bready),
        .bresp(bresp),
        .bvalid(bvalid),
        .arvalid(arvalid),
        .araddr(araddr),
        .arready(arready),
        .rready(rready),
        .rvalid(rvalid),
        .rresp(rresp),
        .rdata(rdata)
    );
endmodule
module axi_lite_master_read #(
    parameter DATA_WD = 8,
    parameter ADDR_WD = 8
) (
    input                    clk,
    input                    rst_n,
    input                    tvalid,
    input [ADDR_WD - 1 : 0]  taddr,
    output                   tready,
    output                   arvalid,
    output [ADDR_WD - 1 : 0] araddr,
    input                    arready,
    input                    rvalid,
    input [1 : 0]            rresp,
    input [DATA_WD - 1 : 0]  rdata,
    output                   rready
);
    wire tfire = tvalid && tready;
    wire arfire = arvalid && arready;
    wire rfire = rvalid && rready;
    reg                   arvalid_r;
    reg [ADDR_WD - 1 : 0] araddr_r;
    reg                   rready_r;
    assign arvalid = arvalid_r;
    assign araddr = araddr_r;
    assign rready = rready_r;
    wire has_resp_pending = rvalid && !rready;
    assign tready = !has_resp_pending;
    always @(posedge clk or negedge rst_n) begin
        if(!rst_n) begin
            arvalid_r <= 1'b0;
            araddr_r <= 'b0;
            rready_r <= 1'b0;
        end
        else begin
            if(arfire) begin
                arvalid_r <= 1'b0;
            end
            if(rfire) begin
                rready_r <= 1'b0;
            end
            if(arfire) begin
                rready_r <= 1'b1;  
            end
            if(tfire) begin
                arvalid_r <= 1'b1;
                araddr_r <= taddr;
            end
        end
    end
endmodule
module axi_lite_master_write #(
    parameter DATA_WD = 8,
    parameter ADDR_WD = 8
) (
    input                    clk,
    input                    rst_n,
    input                    tvalid,
    input [ADDR_WD - 1 : 0]  taddr,
    input [DATA_WD - 1 : 0]  tdata,
    output                   tready,
    output                   awvalid,
    output [ADDR_WD - 1 : 0] awaddr,
    input                    awready,
    output                   wvalid,
    output [DATA_WD - 1 : 0] wdata,
    input                    wready,
    input                    bvalid,
    input [1 : 0]            bresp,
    output                   bready
);
    wire tfire = tvalid && tready;
    wire awfire = awvalid && awready;
    wire wfire = wvalid && wready;
    wire bfire = bvalid && bready;
    reg                   awvalid_r;
    reg [ADDR_WD - 1 : 0] awaddr_r;
    reg                   awfire_r;
    reg                   wvalid_r;
    reg [DATA_WD - 1 : 0] wdata_r;
    reg                   wfire_r;
    reg                   bready_r;
    assign awvalid = awvalid_r;
    assign awaddr = awaddr_r;
    assign wvalid = wvalid_r;
    assign wdata = wdata_r;
    assign bready = bready_r;
    assign awfire = awfire_r;  
    assign wfire = wfire_r;
    wire has_write_resp_pending = bvalid && !bready;
    assign tready = !has_write_resp_pending;
    always @(posedge clk or negedge rst_n) begin
        if(!rst_n) begin
            awfire_r <= 1'b0;
            wfire_r <= 1'b0;
            awvalid_r <= 1'b0;
            awaddr_r <= 'b0;
            wvalid_r <= 1'b0;
            wdata_r <= 'b0;
            bready_r <= 1'b0;
        end
        else begin
            if(awfire) begin
                awvalid_r <= 1'b0;
                awfire_r <= 1'b1;
            end
            if(wfire) begin
                wvalid_r <= 1'b0;
                wfire_r <= 1'b1;
            end
            if(bfire) begin
                bready_r <= 1'b0;
                awfire_r <= 1'b0;
                wfire_r <= 1'b0;
            end
            if(tfire) begin
                awvalid_r <= 1'b1;
                wvalid_r <= 1'b1;
                awaddr_r <= taddr;
                wdata_r <= tdata;
            end
            if(awfire && wfire) begin
                bready_r <= 1'b1;
            end
            else if(awfire && wfire_r) begin
                bready_r <= 1'b1;
            end
            else if(awfire_r && wfire) begin
                bready_r <= 1'b1;
            end
        end
    end
endmodule
module axi_lite_slave #(
    parameter ADDR_WD = 8,
    parameter DATA_WD = 8 
)(
    input                  a_clk,
    input                  a_resetn,
    input                  awvalid,
    input [ADDR_WD-1 : 0]  awaddr,
    output                 awready,
    input                  wvalid,
    input [DATA_WD-1 : 0]  wdata,
    output                 wready,
    input                  bready,
    output [1 : 0]         bresp,
    output                 bvalid,
    input                  arvalid,
    input [ADDR_WD-1 : 0]  araddr,
    output                 arready,
    input                  rready,
    output                 rvalid,
    output                 rresp,
    output [DATA_WD-1 : 0] rdata
);
    localparam DEPTH = 1 << ADDR_WD;                
    reg [DATA_WD-1 : 0] mem [DEPTH-1 : 0];
    wire awfire = awvalid && awready;
    wire wfire = wvalid && wready;
    wire bfire = bvalid && bready;
    wire arfire = arvalid && arready;
    wire rfire = rvalid && rready;
    wire has_write_resp_wait = bvalid || !bready;    
    assign awready = (!has_write_resp_wait || awvalid_r);    
    assign wready = (!has_write_resp_wait || wvalid_r);      
    wire has_read_resp_wait = rvalid && !rready;  
    assign arready = !has_read_resp_wait;
    reg                 awvalid_r;
    reg                 wvalid_r;
    reg [ADDR_WD-1 : 0] awaddr_r;
    reg [DATA_WD-1 : 0] wdata_r;
    reg                 bvalid_r;
    reg                 rvalid_r;
    reg [DATA_WD-1 : 0] rdata_r;
    assign bvalid = bvalid_r;
    assign rvalid = rvalid_r;
    assign rdata = rdata_r;
    always @(posedge a_clk or negedge a_resetn) begin      
        if(!a_resetn) begin
            awvalid_r <= 1'b0;
            wvalid_r <= 1'b0;
            awaddr_r <= 'b0;
            wdata_r <= 'b0;
            bvalid_r <= 1'b0;
        end
        else begin
            if(awfire) begin
                awvalid_r <= 1'b1;
                awaddr_r <= awaddr;
            end
            if(wfire) begin
                wvalid_r <= 1'b1;
                wdata_r <= wdata;
            end
            if(bfire) begin
                bvalid_r <= 1'b0;
            end
            else if(awfire && wfire) begin
                mem[awaddr_r] <= wdata;
                awvalid_r <= 1'b0;
                wvalid_r <= 1'b0;
                bvalid_r <= 1'b1;
            end
            else if(awfire && wvalid_r) begin
                mem[awaddr] <= wdata_r;
                awvalid_r <= 1'b0;
                wvalid_r <= 1'b0;
                bvalid_r <= 1'b1;
            end
            else if(awaddr_r && wfire) begin
                mem[awaddr_r] <= wdata;
                awvalid_r <= 1'b0;
                wvalid_r <= 1'b0;
                bvalid_r <= 1'b1;
            end
        end
    end
    always @(posedge a_clk or negedge a_resetn) begin     
        if(!a_resetn) begin
            rvalid_r <= 1'b0;
            rdata_r <= 'b0;
        end
        else begin
            if(arfire) begin
                rvalid_r <= 1'b1;
                rdata_r <= mem[araddr];
            end
            if(rfire) begin
                rvalid_r <= 1'b0;
            end
        end
    end
endmodule
```

## flow/run.sh

```bash
#!/bin/bash
# OpenROAD 26Q1-2900-gdf79404cd8, Yosys 0.63+post, stock flow scripts
make -C /OpenROAD-flow-scripts/flow DESIGN_CONFIG=/design/flow/config.mk WORK_HOME=/design/flow/orfs finish
```

==> results.txt <==
library cells used by synthesis: 12
status: stopped before the end
Chip Area, Yosys: 686 sq um
Seq cells post-synth: 12
Error: ERROR: Found 12 problems in 'check -assert'.
Yosys warnings: 5
yosys cell count: 59
Seq share, synth: 0.438
Stopped at: synthesis
[Yosys cell counts]
cell / instances / area [sq um]
inv_1: 2 / 7.51
maj3_1: 1 / 10.0
nand2b_1: 1 / 6.26
a21boi_0: 1 / 7.51
nand3_4: 1 / 17.5
dfrtp_1: 12 / 300
a21o_2: 1 / 8.76
or2b_1: 1 / 7.51
conb_1: 1 / 3.75
buf_4: 28 / 210
o21ai_0: 1 / 5.00
mux2_2: 9 / 101
[cells by family after synthesis]
family | count (synthesis) | share of synthesized area
buffers and inverters | 30 | 0.318
AND-OR/OR-AND | 3 | 0.0310
other | 1 | 0.00547
flip-flops | 12 | 0.438
AND/OR/NAND/NOR | 3 | 0.0456
adder cells (fa/ha/maj) | 1 | 0.0146
multiplexers | 9 | 0.148
